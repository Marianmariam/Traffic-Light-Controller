### /design/flow/design.v
module Traffic_Light (
	input clk,
	input rst,
	output reg [31:0] numar,
	output reg [31:0] count_sec,
	output reg impuls,
	output reg rosu,
	output reg verde,
	output reg galben,
	input switch,
	output reg led5,
	output reg leds,             
    output reg detect,
	output reg rosu_p,
	output reg verde_p,
	output reg schimb,
	output reg stins1
);
parameter t_verde = 3;
parameter t_galben = 6;
parameter t_rosu = 15;
parameter t_asteapta = 5;
parameter nrstop = 12000000;  
always @(posedge clk or negedge rst) begin  
		if (~rst) begin
			numar <= 0;
			impuls <= 0;
		end else if (numar < nrstop) begin
			numar <= numar + 1;  
			impuls <= 0;
		end else begin
			numar <= 0;
			impuls <= 1;
		end 
	end
always @(posedge clk or negedge rst) begin 
    if(~rst) begin
        count_sec<= 0;
        leds <= 1;
    end else if (count_sec == t_rosu+t_verde+t_galben+t_asteapta) begin
        count_sec <= 0;
    end else if (impuls == 1 && schimb == 1) begin  
        count_sec <=count_sec+1 ;
        leds <= ~leds;
    end
end
always @(posedge clk or negedge rst) begin  
    if(~rst) begin
      schimb <= 0;
    end else begin
      detect <= ~switch;    
      if (detect) begin
        schimb <= 1;  
      end
      if (count_sec == t_rosu+t_galben+t_verde+t_asteapta) begin
          schimb <= 0;
      end
    end
end
always @(posedge clk or negedge rst) begin
	if(~rst) begin       
      verde <= 0;
      galben <= 1;
      rosu  <= 1;
      rosu_p <= 0;
      verde_p <= 1;
	  led5 <= 1;
	  stins1 <=1;
		end else if(schimb == 1)begin
		if (count_sec ==t_verde ) begin  
			rosu <= 1;    
			galben <= 0; 
			verde <= 1; 
			rosu_p <= 0;
			verde_p <= 1;
		end else if (count_sec == t_galben+t_verde) begin  
			rosu <= 0;    
			galben <= 1; 
			verde <= 1; 
			rosu_p <= 1;
			verde_p <= 0;
		end else if (count_sec == t_rosu+t_galben+t_verde) begin  
			rosu <= 1;    
			galben <= 1;  
			verde <= 0; 
			rosu_p <= 0;
			verde_p <= 1;
		end
	end
end
endmodule
### /design/flow/run.sh
#!/bin/bash
# OpenROAD 26Q1-2900-gdf79404cd8, Yosys 0.63+post, stock flow scripts
make -C /OpenROAD-flow-scripts/flow DESIGN_CONFIG=/design/flow/config.mk WORK_HOME=/design/flow/orfs finish
### /design/flow/config.mk
export PLATFORM = sky130hd
export DESIGN_NAME = Traffic_Light
export DESIGN_NICKNAME = Traffic_Light
export VERILOG_FILES = /design/flow/design.v
export SDC_FILE = /design/flow/constraint.sdc
export NUM_CORES = 4
export LEC_CHECK = 1
export CORE_UTILIZATION = 30
### /design/flow/constraint.sdc
current_design Traffic_Light

set clk_period 9.0
set clk_io_pct 0.2

create_clock -name clk0 -period $clk_period [get_ports {clk}]

set non_clock_inputs [all_inputs -no_clocks]
set_input_delay [expr $clk_period * $clk_io_pct] -clock clk0 $non_clock_inputs
set_output_delay [expr $clk_period * $clk_io_pct] -clock clk0 [all_outputs]
==> impl_metrics.sql <==
-- flow metrics import
INSERT INTO impl_metrics (metric_group, metric, value, unit) VALUES
('outcome', 'run_status', 'finished clean', ''),
('synth', 'top_cell_area_share', '48.83', '%'),
('final_timing', 'final.period_utilization', '35.65', '%'),
('synth', 'yosys-stat-cells', '338', ''),
('final_timing', 'max_slew_margin', '41.28', '%'),
('setup_path', 'rr_endpoint', 'schimb$_DFFE_PN0P_', ''),
('placement', 'dpl_worst_slack', '6.124', 'ns'),
('global_routing', 'antenna_found_initial', '0', ''),
('detailed_routing', 'antenna_left', '0', ''),
('global_routing', 'grt-ovfl-total', '0', ''),
('placement', 'finalWeightedCongestion', '0.8392', ''),
('synth', 'top_area_cell', 'sky130_fd_sc_hd__dfrtp_1', ''),
('synth', 'synth_flop_count', '72', ''),
('setup_path', 'reg2regPathDepth', '4', ''),
('clock_network', 'clk-insertion-delay-late', '0.32', 'ns'),
('setup_path', 'worst_setup_path_startpoint', 'count_sec[4]$_DFFE_PN0P_', ''),
('detailed_routing', 'vias', '2882', ''),
('clock_network', 'numClockSinks', '72', ''),
('setup_path', 'critical_path_cell_with_the_highest_stage_delay', 'sky130_fd_sc_hd__dfrtp_1', ''),
('final_timing', 'final_period_minus_worst_setup_slack', '3.208', 'ns'),
('global_routing', 'grt_pass1_wl', '13640', 'um'),
('synth', 'yosys.stat.seqShare', '51.96', '%'),
('setup_path', 'worst_ep_arrival_time', '1.41', 'ns'),
('finish', 'post_route_cells_drive_above_1_share', '6.368', '%'),
('pwr', 'power.density', '195.3', 'nW/um2'),
('detailed_routing', 'vias_per_cell', '5.110', ''),
('clock_network', 'clock_transition_at_the_registers_of_the_reported_paths', '0.06', 'ns'),
('finish', 'area_growth_syn_to_layout', '34.08', '%'),
('pwr', 'report.power.total', '0.9126', 'mW'),
('final_timing', 'worst_slew_pin_slew', '0.8807', 'ns'),
('pwr', 'power_leakage', '1.827', 'nW'),
('die', 'floorplan.core_util', '31.45', '%'),
('global_routing', 'first_global_vias', '2656', ''),
('setup_path', 'crit_path_end_kind', 'output pin', ''),
('clock_network', 'cts_repair_resize_count', '0', ''),
('clock_network', 'cts-buffers-inserted', '9', ''),
('clock_network', 'cts_max_path_buffers', '2', ''),
('setup_path', 'crit_path_max_incr_delay', '0.55', 'ns'),
('setup_path', 'worst_setup_path_start_kind', 'flop', ''),
('detailed_routing', 'total_wirelength_of_the_detailed_routed_design', '8290', 'um'),
('final_timing', 'fmax', '311.7', 'MHz'),
('synth', 'synthFlopType', 'sky130_fd_sc_hd__dfrtp_1', ''),
('clock_network', 'cts_htree_levels', '3', ''),
('setup_path', 'critical_path.endpoint', 'count_sec[4]', ''),
('setup_path', 'critical_path_class', 'flop to output pin', ''),
('synth', 'post_synth_main_area_contributors', 'sky130_fd_sc_hd__dfrtp_1 49%, sky130_fd_sc_hd__xnor2_1 8.3%, sky130_fd_sc_hd__nand4_1 3.9%', ''),
('clock_network', 'clock_tree_from_tritoncts', 'done', ''),
('setup_path', 'cpLargestDelayFamily', 'flip-flops', ''),
('synth', 'post-synth-top-count-cell', 'sky130_fd_sc_hd__dfrtp_1', ''),
('detailed_routing', 'first_iter_violations', '86', ''),
('synth', 'post_synth.cell_area_avg', '10.31', 'um2'),
('final_timing', 'timing_max_transition_violations_final', '0', ''),
('setup_path', 'worst_ep_required_time', '7.20', 'ns'),
('die', 'placeableCoreArea', '11080', 'um2'),
('setup_path', 'worstPathCellList', 'clkdlybuf4s50_1', ''),
('detailed_routing', 'detail_route.antenna_diodes', '0', ''),
('final_timing', 'setup_slack', '5.792', 'ns'),
('pwr', 'ir_worst_vdd', '0.1341', 'mV'),
('final_timing', 'final.setup_skew', '0.008248', 'ns'),
('synth', 'fraction_of_synthesis_flops_using_an_asynchronous_set_or_reset_pin', '98.61', '%'),
('final_timing', 'rsz_0062_raised_after_global_routing', 'false', ''),
('detailed_routing', 'detail_route.first_pass.iterations', '4', ''),
('final_timing', 'hold_violations', '0', ''),
('die', 'die.size.y', '109.8', 'um'),
('synth', 'common_cells', '68 x sky130_fd_sc_hd__dfrtp_1, 33 x sky130_fd_sc_hd__xnor2_1, 25 x sky130_fd_sc_hd__nand2_1, 22 x sky130_fd_sc_hd__nand4_1, 19 x sky130_fd_sc_hd__nand3_1', ''),
('synth', 'syn_inst', '338', ''),
('detailed_routing', 'wire_per_inst', '14.70', 'um'),
('setup_path', 'regToRegStartpoint', 'count_sec[16]$_DFFE_PN0P_', ''),
('run', 'openroad.warnings', '27', ''),
('synth', 'ys.warnings.count', '1', ''),
('die', 'std_cell_rows', '38', '');
-- cell usage in the layout (no fill, tap or decap), types with 7 or more instances in the layout --
cell	count
sky130_fd_sc_hd__xnor2_1	33
sky130_fd_sc_hd__a22oi_1	8
sky130_fd_sc_hd__nand4_1	22
sky130_fd_sc_hd__nor2_1	15
sky130_fd_sc_hd__clkdlybuf4s50_1	74
sky130_fd_sc_hd__xor2_1	12
sky130_fd_sc_hd__nand2_1	25
sky130_fd_sc_hd__clkbuf_16	10
sky130_fd_sc_hd__nor3_1	10
sky130_fd_sc_hd__nand3_1	19
sky130_fd_sc_hd__inv_1	10
sky130_fd_sc_hd__conb_1	10
sky130_fd_sc_hd__nor4_1	15
sky130_fd_sc_hd__o21ai_0	7
sky130_fd_sc_hd__dfrtp_1	68
sky130_fd_sc_hd__a21oi_1	15
sky130_fd_sc_hd__and3_1	7
-- cell families (layout without fill, tap and decap cells) --
logic type / after synthesis / count (layout) / share of synthesized area [%]
compound gates: 43 / 43 / 7.900
simple gates: 143 / 143 / 23.02
fa+ha+maj: 4 / 4 / 1.436
mux: 3 / 3 / 0.9335
other cells: 2 / 10 / 0.2155
flops: 72 / 72 / 51.96
xor+xnor: 45 / 45 / 11.31
buf+inv: 26 / 104 / 3.232
-- through the flow --
stage	util [%]	hold WS, ns	cells	area, um2
after floorplan	-	0.4199	346	3515
after global placement	39.59	0.4673	548	4385
after detailed placement	39.59	0.4691	548	4385
after CTS	42.17	0.4812	564	4672
after global routing	42.17	0.4945	564	4672
final	42.17	0.4848	564	4672
-- cell type report --
cell class / count / area (um2)
multi-input combinational: 248 / 1592
clock buffer: 13 / 271.5
inverter: 10 / 37.54
sequential: 72 / 1810
fill: 1062 / 6406
clock inverter: 3 / 15.01
tap: 140 / 175.2
timing repair buffer: 78 / 770.7
-- registers in the layout (all words and copies together), names as in the netlist --
register   cells
verde          1
galben         1
impuls         1
leds           1
schimb         1
rosu           1
count_sec     32
numar         32
rosu_p         1
detect         1
-- worst min-delay path by stage --
stage / slack, ns / to / startpoint / cells after the start
finish: 0.48 / numar[0]$_DFF_PN0_ / numar[0]$_DFF_PN0_ / 1
global route: 0.49 / leds$_DFFE_PN1P_ / leds$_DFFE_PN1P_ / 1
CTS: 0.48 / numar[0]$_DFF_PN0_ / numar[0]$_DFF_PN0_ / 1
-- report_power, final --
| part | leakage, nW | switching [mW] | internal [mW] |
|---|---|---|---|
| Combinational | 0.737 | 0.0751 | 0.0987 |
| Clock | 0.145 | 0.127 | 0.210 |
| Sequential | 0.946 | 0.0439 | 0.358 |
| Total | 1.83 | 0.246 | 0.667 |
-- layer usage --
| metal | global-route usage (%) | up-vias | share of wire (%) |
|---|---|---|---|
| met4 | 1.143 | 0 | 0.59 |
| met2 | 21.97 | 97 | 44 |
| met1 | 23.96 | 1392 | 49 |
| met5 | 0 | - | 0 |
| met3 | 3.263 | 4 | 6.6 |
| li1 | - | 1389 | - |
Power figures rest on the tool's default switching activity, not on a simulated workload.
